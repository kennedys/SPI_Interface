<file path="./config.mk">
export PLATFORM = sky130hd
export DESIGN_NAME = SPI_Interface
export DESIGN_NICKNAME = SPI_Interface
export VERILOG_FILES = /design/flow/design.v
export SDC_FILE = /design/flow/constraint.sdc
export NUM_CORES = 4
export LEC_CHECK = 1
export CORE_AREA = 10 10 88 88
export DIE_AREA = 0 0 98 98
</file>
<file path="./constraint.sdc">
current_design SPI_Interface

set clk_period 3.9
set clk_io_pct 0.2

create_clock -name clk0 -period $clk_period [get_ports {clk}]

set non_clock_inputs [all_inputs -no_clocks]
set_input_delay [expr $clk_period * $clk_io_pct] -clock clk0 $non_clock_inputs
set_output_delay [expr $clk_period * $clk_io_pct] -clock clk0 [all_outputs]
</file>
<file path="./design.v">
module SPI_Interface #(parameter CLK_DIV = 2)(
        input clk,
        input rst,
        input miso,
        output mosi,
        output sck,
        input start,
        input[7:0] data_in,
        output[7:0] data_out,
        output busy,
        output new_data
    );
    localparam STATE_SIZE = 2;
    localparam IDLE = 2'd0,
            WAIT_HALF = 2'd1,
            TRANSFER = 2'd2;
    reg [STATE_SIZE-1:0] state_d, state_q;
    reg [7:0] data_d, data_q;
    reg [CLK_DIV-1:0] sck_d, sck_q;
    reg mosi_d, mosi_q;
    reg [2:0] ctr_d, ctr_q;
    reg new_data_d, new_data_q;
    reg [7:0] data_out_d, data_out_q;
    assign mosi = mosi_q;
    assign sck = (~sck_q[CLK_DIV-1]) & (state_q == TRANSFER);
    assign busy = state_q != IDLE;
    assign data_out = data_out_q;
    assign new_data = new_data_q;
    always @(*) begin
        sck_d = sck_q;
        data_d = data_q;
        mosi_d = mosi_q;
        ctr_d = ctr_q;
        new_data_d = 1'b0;
        data_out_d = data_out_q;
        state_d = state_q;
        case (state_q)
            IDLE: begin
                sck_d = 4'b0;
                ctr_d = 3'b0;
                if (start == 1'b1) begin
                    data_d = data_in;
                    state_d = WAIT_HALF;
                end
            end
            WAIT_HALF: begin
                sck_d = sck_q + 1'b1;
                if (sck_q == {CLK_DIV-1{1'b1}}) begin
                    sck_d = 1'b0;
                    state_d = TRANSFER;
                end
            end
            TRANSFER: begin
                sck_d = sck_q + 1'b1;
                if (sck_q == 4'b0000) begin
                    mosi_d = data_q[7];
                end else if (sck_q == {CLK_DIV-1{1'b1}}) begin
                    data_d = {data_q[6:0], miso};
                end else if (sck_q == {CLK_DIV{1'b1}}) begin
                    ctr_d = ctr_q + 1'b1;
                    if (ctr_q == 3'b111) begin
                        state_d = IDLE;
                        data_out_d = data_q;
                        new_data_d = 1'b1;
                    end
                end
            end
        endcase
    end
    always @(posedge clk) begin
        if (rst) begin
            ctr_q <= 3'b0;
            data_q <= 8'b0;
            sck_q <= 4'b0;
            mosi_q <= 1'b0;
            state_q <= IDLE;
            data_out_q <= 8'b0;
            new_data_q <= 1'b0;
        end else begin
            ctr_q <= ctr_d;
            data_q <= data_d;
            sck_q <= sck_d;
            mosi_q <= mosi_d;
            state_q <= state_d;
            data_out_q <= data_out_d;
            new_data_q <= new_data_d;
        end
    end
endmodule
</file>
<file path="./run.sh">
#!/bin/bash
# OpenROAD 26Q1-2900-gdf79404cd8, Yosys 0.63+post, stock flow scripts
make -C /OpenROAD-flow-scripts/flow DESIGN_CONFIG=/design/flow/config.mk WORK_HOME=/design/flow/orfs finish
</file>
==> Slide: Implementation Results <==
Physical Implementation Snapshot

CTS
  – CTS clk-pin slew, worst paths: 90 ps
  – Post-CTS Hold Fix Bufs: 0
  – CTS tree: yes
  – CTS sink count: 25
  – CTS Buffer Depth: 2
  – Clk latency late pin: 270 ps
  – Htree depth: 1
  – CTS Buf Count: 3
  – Post-CTS Resized: 0
  – Root Driver: clkbuf_8
  – Number of post-CTS setup repair buffers: 0

Setup path
  – WP data required: 3120 ps
  – Reg2Reg Setup Slack: 1930 ps
  – Delay-heaviest family, CP: adder cells
  – Crit path arrival time: 2080 ps
  – R2R Path End: data_q[2]
  – Worst path max stage delay: 650 ps
  – Reg2reg start: state_q[0]
  – Bufs and invs on worst path: 2
  – Worst Setup Start Kind: register
  – Slowest stage cell, crit path: ha_1
  – Crit path kind: register to output pin
  – Worst-path cell chain: inv_1 -> ha_1 -> nor2b_1 -> clkdlybuf4s50_1
  – Crit end category: output pin
  – Cells on worst reg2reg path: 5
  – Crit path max fanout: 19

Logic synthesis
  – Flops & latches, synth: 25
  – Number of enable flip-flop cells: 0
  – Synth Seq Share: 0.3521
  – Syn Area/Cell: 9.290 um^2
  – Synthesized instance count: about 150
  – Yosys warnings: 1
  – Async SR Flop Fraction: 0
  – Synth top area cells: dfxtp_1 (35%), ha_1 (11%), mux2_2 (5.5%), a21oi_1 (3.9%), a31oi_1 (3.5%)
  – Unique cell types: 33
  – Dominant flop cell: dfxtp_1
  – Synth area leader: dfxtp_1
  – Top-count cell post-synth: dfxtp_1
  – Synth top area share: 0.3521
  – Mapped Area: 1421 um^2
  – Top cells by count, synth: dfxtp_1 (25), ha_1 (12), a21oi_1 (11)
  – Yosys Instances: 153
  – Chip Area, Yosys: between 1000 and 1500 um^2

Die
  – Core outline area: 5921 um^2
  – I/O pins: 24
  – Fp util: 0.2401
  – Die Size: 9604 um^2
  – # rows: 28
  – Vert. Die Dim: 98 um
  – Die W: 98 um

Cells and area
  – Area Overhead vs Synth: 23.06%
  – Share of cells above drive strength 1: 0.09942
  – Post-Route Utilization: 0.2954

Min path
  – WHS Path Cells: 2
  – Worst hold path class: register to register
  – Hold EP: mosi_q
  – Worst min-delay path startpoint: mosi_q

Drt
  – Antenna Nets Post-Route: 0
  – WL final: 3124 um
  – ANT cells: 0
  – DR vias: ~1,100
  – DR pass1 iterations: 4
  – Vias per Instance: 4.533
  – Post-route DRC violation count: 0
  – WL per Instance: 12.70 um
  – Iteration-0 DRC Markers: roughly 75

GRT
  – Largest net degree at the start of global routing: 31
  – Total gr overflow: 0
  – Total track usage: 0.06493
  – Vias in the first global route: 1,141
  – First-pass GRT wire length: 5554 um
  – Antenna violations before repair: 0

Place
  – HPWL Detailed: ~2300 um
  – GP Congestion: 0.8293
  – Port Buf Inserts: 23

Final timing
  – Max_slew headroom: 0.5118
  – Setup TNS: 0 ps
  – Final min period: 2861 ps
  – Cycle use final: 0.7337
  – Max Transition Viols Final: 0
  – RSZ-0062 raised after global routing: no
  – Skew final: 1.623 ps
  – Final setup fails: 0
  – Fin. Hold Viols: 0
  – Worst Tran Pin Value: approximately 730 ps
  – Fmax: 0.3495 GHz
  – Worst hold slack: 462.6 ps

Power
  – Clock network power share: 0.171
  – Switch share: 0.3731
  – Power Internal: 0.5716 mW
  – Logic gate share of total power: 0.438
  – P_sw: ~0.34 mW
  – Leakage: 0.6632 nW
  – Power per cell area: 521.3 nW/um^2
  – VDD IR-drop max: roughly 0.00024 V
  – Sequential Power Share: 0.391
  – Overall Power: between 0.9 and 1 mW

Run
  – Tool warnings: 33
  – Max Cap Viol: 0

Outcome
  – Outcome: finished clean
-- per-layer routing --
metal | track usage | up-vias | wire length (um)
li1 | - | 589 | -
met1 | 0.09308 | 504 | 1594
met2 | 0.09949 | 20 | 1363
met3 | 0.01422 | 2 | 130
met4 | 0.008949 | 0 | 36
met5 | 0 | - | 0
-- power groups by stage --
stage / registers, mW / logic, mW / clock network [mW]
global route: 0.364 / 0.459 / 0.176
CTS: 0.355 / 0.404 / 0.164
finish: 0.356 / 0.400 / 0.156
-- flip-flops by register name, summed over array words and instances (netlist names) --
signal / cells
sck_q: 2
data_q: 8
ctr_q: 3
mosi_q: 1
data_out_q: 8
new_data_q: 1
state_q: 2
-- tightest hold or removal path, cell delays in order, from the launching register on --
cell	delay (ps)
dfxtp_1	320
nand2_1	50
a21oi_1	50
-- final cells by class --
type,instances,area [um^2]
Sequential cell,25,500.5
Multi-Input combinational cell,113,852.1
Tap cell,75,93.84
Fill cell,614,4172
Inverter,5,18.77
Timing Repair Buffer,24,237.7
Clock buffer,3,41.29
Clock inverter,1,5.005
-- worst max path at each step --
| stage | start | end | slack, ps | cells past startpoint |
|---|---|---|---|---|
| 5_1_grt | state_q[0] | sck | 850 | 4 |
| 4_1_cts | state_q[0] | sck | 990 | 4 |
| 6_report | state_q[0] | sck | 1040 | 4 |
-- logic make-up after synthesis --
kind of cell,count (synthesis),share of synthesized area
flops,25,0.3521
compound gates,32,0.1444
simple gates,54,0.2324
fa+ha+maj,12,0.1056
mux,15,0.1171
buf+inv,15,0.04842
-- placed cells by master, fill, tap and decap left out, types with 2 or more instances in the layout --
master / synthesis / layout
nand3_1: 8 / 8
mux2_1: 2 / 2
o21ai_0: 8 / 8
a31oi_1: 8 / 8
nor2_1: 3 / 3
mux2i_1: 5 / 5
a21oi_1: 11 / 11
nor3_1: 9 / 9
nor2b_1: 4 / 4
or3b_1: 2 / 2
mux2_2: 7 / 7
clkdlybuf4s50_1: 0 / 23
clkbuf_8: 0 / 3
nand3b_1: 3 / 3
inv_1: 5 / 5
nand2b_1: 7 / 7
nor4_1: 8 / 8
nand2_1: 5 / 5
ha_1: 12 / 12
dfxtp_1: 25 / 25
-- through the flow --
step	area, um^2	worst slack, ps	std cells
after detailed placement	1703	1294	242
after global placement	1703	1334	242
after global routing	1749	849.6	246
final	1749	1039	246
after CTS	1749	991.1	246
after floorplan	1421	2049	153
No activity file was given, so power comes from the tool's default toggle rates.
